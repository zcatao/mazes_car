==> ./design.v <==
`timescale 1ns / 1ps
module mazescar_top(
	input clk,
	input rst,
	input dir_left,
	input dir_right,
	output[3:0] motor_left,
	output[3:0] motor_right
    );
	integer clk_cnt = 0;
	reg clk_200Hz;
	always@(posedge clk) begin
		if(clk_cnt == 32'd200000) begin
			clk_cnt <= 1'b0;
			clk_200Hz <= ~clk_200Hz;
		end
		else begin
			clk_cnt <= clk_cnt + 1'b1;
		end
	end
	stepmotor motor(
		.speed(clk_200Hz),
		.rst(rst),
		.dir_left(dir_left),
		.dir_right(dir_right),
		.motor_right(motor_right),
		.motor_left(motor_left)
		);
endmodule
`timescale 1ns / 1ps
module motorout(
	input clk,
	input dir,
	input rst,
	output reg[3:0] pulseout
    );
	reg[2:0] status;
	always @(posedge clk or posedge rst) begin
		if (rst) begin
			status <= 0;
		end
		else if (dir) begin
			status <= status + 1;
		end
		else begin
			status <= status - 1;
		end
	end
	always @(posedge clk or posedge rst) begin
		if (rst) begin
			pulseout <= 4'b0000;			
		end
		else 
			case (status)
				3'b000: pulseout = 4'b1000;
				3'b001: pulseout = 4'b1010;
				3'b010: pulseout = 4'b0010;
				3'b011: pulseout = 4'b0110;
				3'b100: pulseout = 4'b0100;
				3'b101: pulseout = 4'b0101;
				3'b110: pulseout = 4'b0001;
				3'b111: pulseout = 4'b1001;
			endcase
	end
endmodule
`timescale 1ns / 1ps
module stepmotor(
	input speed,
	input rst,
	input dir_left,
	input dir_right,
	output [3:0] motor_left,
	output [3:0] motor_right
    );
	motorout left(
		.clk(speed),
		.rst(rst),
		.dir(dir_left),
		.pulseout(motor_left)
		);
	motorout right(
		.clk(speed),
		.rst(rst),
		.dir(dir_right),
		.pulseout(motor_right)
		);
endmodule
==> ./run.sh <==
#!/bin/bash
# OpenROAD 26Q1-2900-gdf79404cd8, Yosys 0.63+post, stock flow scripts
make -C /OpenROAD-flow-scripts/flow DESIGN_CONFIG=/design/flow/config.mk WORK_HOME=/design/flow/orfs finish
==> ./config.mk <==
export PLATFORM = sky130hd
export DESIGN_NAME = mazescar_top
export DESIGN_NICKNAME = mazescar_top
export VERILOG_FILES = /design/flow/design.v
export SDC_FILE = /design/flow/constraint.sdc
export NUM_CORES = 4
export LEC_CHECK = 1
export CORE_AREA = 10 10 113 113
export DIE_AREA = 0 0 123 123
==> ./constraint.sdc <==
current_design mazescar_top

set clk_period 5.4
set clk_io_pct 0.2

create_clock -name clk0 -period $clk_period [get_ports {clk}]

set non_clock_inputs [all_inputs -no_clocks]
set_input_delay [expr $clk_period * $clk_io_pct] -clock clk0 $non_clock_inputs
set_output_delay [expr $clk_period * $clk_io_pct] -clock clk0 [all_outputs]
==> results.txt <==
Flow results follow.

The share of synthesized area occupied by flip-flops and latches is approximately 51%. The number of distinct standard cells referenced by the synthesized netlist is 35. The count of hold-fix buffers inserted at cts is 0. The share of total power in sequential cells is 57.0%. Once detailed placement completed, the half-perimeter wirelength came to ~2500 um.

The routed layout has between 1,000 and 1,500 vias. The area growth from synthesis to layout is 17.7%. The flop and latch count out of synthesis is around 47. The final critical-path share of the clock period is about a third. The number of gates resized after CTS was 0.

Summed over all failing endpoints, the final setup total negative slack is 0 ns. According to the Yosys statistics, the synthesized design has a chip area of 2010 sq um. TritonCTS built the clock tree. The die is about 120 um wide.

Clock-pin slew was measured on the worst setup and hold paths at 0.06 ns. The antenna diode instance count is 0. The detail-routed net length per standard cell is 9.81 um.

The number of synthesis warnings is 2. By area the synthesized netlist is led by sky130_fd_sc_hd__dfxtp_1 32%, sky130_fd_sc_hd__dfrtp_1 17%, sky130_fd_sc_hd__xnor2_1 9.6%. The power density of the placed cells is between 150 and 200 nW/um^2.

The number of antenna violations at the first check in global routing is 0. The standard-cell row count is 37. The shortest period the worst path allows is 1.89 ns. The area of the core region is about 10,000 sq um. The DRC violation count after routing is 0. Across every metal layer, demand over resource in global routing totals roughly 4.8%.

The via count of the first global-routing pass was 1,303. The tool warning count is 26. The total standard cell area after synthesis is between 2000 and 2500 sq um. The combinational group share of total power is under 10%.

The longest incremental delay of any stage on the critical path is reported as just under 0.6 ns. The number of clock buffers inserted by TritonCTS is 5. The relative slew slack is roughly 55%.

VDD sags by at most about 0.081 mV. According to the hold report, the worst path is of the reg2reg type. The cell type with the largest total area is sky130_fd_sc_hd__dfxtp_1. The chip height is approximately 120 um. The proportion of netlist area held by the largest area contributor is between 30% and 40%. The maximum number of pins on one net before global-route repair is 16. The later pin in the worst-skew pair is clocked with a latency of ~0.28 ns. The largest fanout on the critical path is 5. The weighted congestion reported at the end of routability-driven placement is slightly above 0.8. Before placement the cells fill around a fifth of the core. The iteration tally of the first detailed-router pass is 4. The maximum clock insertion buffer count is 2. CTS placed an instance of sky130_fd_sc_hd__clkbuf_8 at the clock tree root. The switching component of the power was reported as between 80 and 90 uW. The first-pass GRT wire length is ~6100 um. The transition time at the pin with the least slew margin is 0.671 ns. The count of buffers added on input and output ports is 11. For reference, the critical path cell chain is ha_1 -> nand2_1 -> nor3_1 -> and3_1 -> xor2_1. The timing report notes that buffer and inverter cells on the critical path total 0. Setup repair after global routing left no endpoint under its margin. The critical setup path kind is reg2reg. Per the placement report, the placed cell count is 342.

Using the TritonRoute via totals, the vias-per-cell ratio works out to around 3.9. The count of mapped cells out of synthesis is a little under 200. The final hold violation count recorded for this run is 0. Based on the critical path, the design can be clocked at up to ~530 MHz. STA classifies the critical path endpoint as a flip-flop.

The share of power burned in the clock network is ~41%. The OpenROAD report gives the critical path a required time of 5.62 ns. The number of cell instances after yosys synthesis is 197. The internal portion of the total power is about 340 uW. The flow ran to the end, and the final reports show no timing, DRC or antenna violations.

The total length of routed wires is 3430 um. The final setup skew is ~0.0036 ns. The count of unclocked register or latch pins is 14.

Once iteration 0 of detailed routing completed, the report listed 82 DRC markers. The critical-path cell with the highest stage delay is sky130_fd_sc_hd__nor3_1. The clock tree synthesis step divided the H-tree into 2 levels. The post-route total power is 429 uW. The family with the most delay on the worst path is simple AND/OR/NAND/NOR gates. The mean area per synthesized cell is 10.2 sq um.

The hold slack is between 0.4 and 0.5 ns. The kind of launch point of the worst setup path is a flip-flop. According to the floorplan report, the total die area is about 15,000 sq um. The floorplan report gives the top-level pin count as 12. The count of nets left with antenna violations once routing finished came out at 0.

The finished layout holds 350 standard cells, fillers aside. The number of unconstrained endpoints is 22. The final tally of max-slew violations is 0.

The worst endpoint data arrival time is about 2.1 ns. The fraction of final layout cells sized beyond drive strength 1 is 6.07%. The net switching fraction of the power is a little over a fifth. The number of max-cap violations is 0.

The number of buffers inserted to repair setup after CTS is 0. The leakage power summed over all cells is 0.000849 uW. The global-route congestion overflow total is 0. The final report lists the setup-violating endpoint count as 0.
per-layer routing:
metal	wire length [um]	part of all wire (%)	global-route usage (%)
met1	1790	52	7.33
met2	1360	40	6.69
met3	223	6.5	1.34
met4	51	1.5	0.728
met5	0	0	0
state kept, by name, summed over array words and instances, names as in the netlist:
name / flops
motor.right.status: 3
clk_200Hz: 1
motor.left.status: 3
motor.right.pulseout: 4
clk_cnt: 32
motor.left.pulseout: 4
synth_stat cells:
cell type,number
sky130_fd_sc_hd__dfxtp_1,32
sky130_fd_sc_hd__xnor2_1,22
sky130_fd_sc_hd__nor2_1,19
sky130_fd_sc_hd__dfrtp_1,14
sky130_fd_sc_hd__inv_1,13
sky130_fd_sc_hd__nand3_1,13
sky130_fd_sc_hd__nand2_1,12
sky130_fd_sc_hd__nand4_1,12
sky130_fd_sc_hd__xor2_1,10
sky130_fd_sc_hd__nor3_1,7
sky130_fd_sc_hd__nor4_1,5
sky130_fd_sc_hd__and4_1,4
sky130_fd_sc_hd__and3_1,3
sky130_fd_sc_hd__clkbuf_1,3
sky130_fd_sc_hd__nor2b_1,3
sky130_fd_sc_hd__fa_1,2
sky130_fd_sc_hd__ha_1,2
sky130_fd_sc_hd__mux2i_1,2
sky130_fd_sc_hd__nand4b_1,2
sky130_fd_sc_hd__o21ai_0,2
sky130_fd_sc_hd__a21o_1,1
sky130_fd_sc_hd__a21oi_1,1
sky130_fd_sc_hd__a21oi_2,1
sky130_fd_sc_hd__and2_0,1
sky130_fd_sc_hd__and2_1,1
sky130_fd_sc_hd__edfxtp_1,1
sky130_fd_sc_hd__nand3_2,1
sky130_fd_sc_hd__nand4_4,1
sky130_fd_sc_hd__nor4_2,1
sky130_fd_sc_hd__nor4_4,1
sky130_fd_sc_hd__nor4b_1,1
sky130_fd_sc_hd__o31ai_1,1
sky130_fd_sc_hd__or3_4,1
sky130_fd_sc_hd__or4_1,1
sky130_fd_sc_hd__or4_4,1
stage by stage:
stage          area [sq um]  utilization (%)  setup WS, ns
6_report               2370             23.0          3.51
3_5_place_dp           2290             22.2          3.55
3_3_place_gp           2290             22.2          3.51
5_1_grt                2370             23.0          3.39
2_1_floorplan          2010                -          3.66
4_1_cts                2370             23.0          3.53
cells by family (layout without fill, tap and decap cells):
| family | after synthesis | in the layout | synth area share, % |
|---|---|---|---|
| compound gates | 6 | 6 | 1.93 |
| xor+xnor | 32 | 32 | 13.9 |
| fa+ha+maj | 4 | 4 | 3.23 |
| buf+inv | 16 | 33 | 2.98 |
| flops | 47 | 47 | 50.7 |
| mux | 2 | 2 | 0.994 |
| simple gates | 90 | 90 | 26.3 |
worst register-to-register path, stage by stage, from the launching register on:
cell and delay, ns:
sky130_fd_sc_hd__dfxtp_1 0.41, sky130_fd_sc_hd__ha_1 0.26, sky130_fd_sc_hd__nand2_1 0.15, sky130_fd_sc_hd__nor3_1 0.59
sky130_fd_sc_hd__and3_1 0.27, sky130_fd_sc_hd__xor2_1 0.14
layout by cell type (no fill, tap or decap), drive strengths merged, types with 3 or more instances in the layout:
cell and n:
nand4 13, nor3 7, dfxtp 32, and4 4, nor2 19, xnor2 22, dfrtp 14, nand2 12
nor4 7, nand3 14, inv 13, and3 3, nor2b 3, clkbuf 8, xor2 10, clkdlybuf4s50 11
cell type report:
type	count	area, sq um
Timing Repair Buffer	12	118
Clock buffer	8	80.1
Sequential cell	47	1020
Tap cell	136	170
Fill cell	1096	7950
Multi-Input combinational cell	134	933
Inverter	13	48.8
power by group through the flow:
stage | clock network [uW] | registers (uW) | logic (uW)
CTS | 180 | 244 | 7.54
global route | 192 | 244 | 8.34
finish | 177 | 245 | 7.21
worst paths after layout:
kind / start / endpoint / slack (ns) / cells after the start
max: clk_cnt[0] / clk_cnt[12] / 3.51 / 5
min: clk_cnt[31] / clk_cnt[31] / 0.47 / 1
max reg2reg: clk_cnt[0] / clk_cnt[12] / 3.51 / 5
min reg2reg: clk_cnt[31] / clk_cnt[31] / 0.47 / 1
Power figures rest on the tool's default switching activity, not on a simulated workload.
